## ./config.mk

```make
export PLATFORM = sky130hd
export DESIGN_NAME = clock
export DESIGN_NICKNAME = clock
export VERILOG_FILES = /design/flow/design.v
export SDC_FILE = /design/flow/constraint.sdc
export NUM_CORES = 4
export LEC_CHECK = 1
export CORE_AREA = 10 10 70 70
export DIE_AREA = 0 0 80 80
```

## ./constraint.sdc

```tcl
current_design clock

set clk_period 1.2
set clk_io_pct 0.2

create_clock -name clk0 -period $clk_period [get_ports {clock32}]

set non_clock_inputs [all_inputs -no_clocks]
set_input_delay [expr $clk_period * $clk_io_pct] -clock clk0 $non_clock_inputs
set_output_delay [expr $clk_period * $clk_io_pct] -clock clk0 [all_outputs]
```

## ./design.v

```verilog
module clock(
    input clock32,reset_L,
    output reg clock4,clock2,clock1
);
reg counter0,counter1,counter2;
always @(posedge clock32 or negedge reset_L) begin 
    if(reset_L==0) begin
        counter0<=0;
        counter1<=0;
        counter2<=0;
        clock4<=0;
        clock2<=0;
        clock1<=0;
    end else begin
        if(counter0==0) begin
            if(counter1==0) begin
                if(clock4==0) begin
                    if(counter2==0) begin
                        clock1<=~clock1;
                    end
                    counter2<=~counter2;
                    clock2<=~clock2;
                end
                clock4<=~clock4;
            end
            counter1<=~counter1;
        end
        counter0<=~counter0;
    end
end
endmodule
```

## ./run.sh

```bash
#!/bin/bash
# OpenROAD 26Q1-2900-gdf79404cd8, Yosys 0.63+post, stock flow scripts
make -C /OpenROAD-flow-scripts/flow DESIGN_CONFIG=/design/flow/config.mk WORK_HOME=/design/flow/orfs finish
```

==> results.txt <==
run results: status finished, final reports clean, DP Wirelength 269 um, total die size about 6400 um^2, Placer Congestion ~0.63, Total GRT Usage roughly 1.3%, clk slew on worst S/H paths ~0.050 ns, commonest non-fill, non-tap cells in the layout 6 x dfrtp_1, 3 x xor2_1, 3 x clkbuf_4, 3 x dlygate4sd2_1, 3 x buf_4, final WL roughly 420 um, max_cap viols 0, total CTS buffers 3, Final Hold Fails 0, io pins 5, switching share of power 18.9%, P_sw between 0.07 and 0.08 mW, slew margin rel. 82.7%, initial DRC count 8, worst vdd ir approximately 300 uV, number of vias per cell approximately 2, routed vias about 140, drt pass-1 iters 2, Fmax 0.903 GHz, FP Rows 21, CP endpoint kind output pin, dpl cells between 60 and 70, number of diodes 0, sequential share of the synthesized area 67.4%, CP Cell Sequence dlygate4sd2_1, data arrival time of the worst path between 0.8 and 0.9 ns, setup TNS 0 ns, Internal about 0.32 mW, Final Max Tran Viols 0, Clock Tree Buf Depth 2, P&R area growth vs syn 65.2%, Die W 80 um, worst path buffer plus inverter count 1, core area 3420 um^2, stage-log warning count 25, Avg Cell Area, Syn 14.8 um^2, unrepaired setup endpoints after global routing false, Pwr Density ~1100 nW/um^2, critical path's top delay family flip-flops, Comb gate area between 70 and 80 um^2, Register Area 150 um^2, max incr delay on CP around 0.38 ns, largest net degree at the start of global routing 7, CTS tree built, Post-Route Skew between 0.005 and 0.006 ns, Worst Hold Class in2async, Setup CP Type reg2out, I/O Buffers 4, combinational share of power 1.6%, final std cells w/o fill between 70 and 80, yosys stat area between 200 and 250 um^2, crit start category flop, DRC Markers 0, worst slew pin tran around 0.26 ns, CTS sink count 6, top cells, area dfrtp_1 67%, xor2_1 12%, nor4_2 5.6%, most common cell after layout, fill and taps aside dfrtp_1, Area leader share between 60 and 70%, post-route cell area 368 um^2, clk latency of the worst-skew pair roughly 0.25 ns, fp util roughly 6.5%, CP Max Fanout 2, crit path max-delay cell type dfrtp_1, mapped cell area about 220 um^2, Cell variety after synth 8, H-tree depth 1, min cycle time layout 1.11 ns, Post-synth regs 6, Syn Inst Count 15, number of global-route vias before repair about 150, Placed Area 328 um^2, Crit path required time ~0.96 ns, share of cells above drive strength 1 32.0%, part of the power in registers 51.7%, die height roughly 80 um, Filler Cell Count between 300 and 400, grt total ovfl 0, routed len/inst about 5.9 um, antenna-violating nets left 0, Synthesis Warnings 1, Clk pwr share 46.7%, clk root buf clkbuf_4, # setup viols final 0, largest area contributor in the netlist dfrtp_1, initial antenna violation count 0, total chip power 0.393 mW, yosys stat cell total 15, Final period util between 90% and 100%, Leak between 0.15 and 0.2 nW, first-pass GRT wire length around 650 um
==> state kept, by name (all words and copies together) (netlist names) <==
signal,count
counter0,1
counter2,1
counter1,1
clock4,1
clock2,1
clock1,1
==> cell usage after synthesis (all sizes together) <==
master	instances
dfrtp	6
inv	1
nand2b	1
nor3	1
nor4	1
o21ai	1
xnor2	1
xor2	3
==> per-layer routing <==
| metal | up-vias | track usage (%) | share of wire, % |
|---|---|---|---|
| met2 | 7 | 1.77 | 41 |
| met5 | - | 0 | 0 |
| met1 | 66 | 1.48 | 40 |
| li1 | 69 | - | - |
| met4 | 0 | 0 | 0 |
| met3 | 0 | 1.59 | 19 |
==> logic make-up after synthesis <==
| group | synth area share (%) |
|---|---|
| buffers and inverters | 1.68 |
| AOI/OAI and AO/OA | 2.25 |
| xor gates and xnor gates | 15.7 |
| DFF | 67.4 |
| and+or+nand+nor | 12.9 |
==> path summary, 6_finish.rpt <==
check | from | end | slack [ns] | depth (start not counted)
max in group asynchronous | reset_L | counter1$_DFFE_PN0N_ | 0.76 | 1
max | clock2$_DFFE_PN0P_ | clock2 | 0.09 | 1
max reg2reg | clock4$_DFFE_PN0P_ | clock2$_DFFE_PN0P_ | 0.15 | 4
min in group clk0 | clock2$_DFFE_PN0P_ | clock2$_DFFE_PN0P_ | 0.46 | 1
min reg2reg | clock2$_DFFE_PN0P_ | clock2$_DFFE_PN0P_ | 0.46 | 1
min | reset_L | clock1$_DFFE_PN0P_ | 0.23 | 1
==> final cells by class <==
class,count,share of cell area (%)
Clock buffer,3,6.12
Inverter,1,1.02
Multi-Input combinational cell,8,20.4
Sequential cell,6,40.8
Tap cell,46,15.6
Timing Repair Buffer,7,16.0
==> repair_timing <==
item | CTS | global route
setup buffers | 2 | 0
endpoints found under the setup margin | 3 | 2
gates cloned | 0 | 0
hold endpoints to repair | 0 | 0
resized | 3 | 1
hold buffers | 0 | 0
==> per-stage QoR <==
stage | worst slack [ns] | hold WS [ns] | utilization (%)
3_3_place_gp | 0.121 | 0.457 | 9.60
5_1_grt | 0.0470 | 0.243 | 10.8
2_1_floorplan | 0.280 | -0.0556 | -
6_report | 0.0924 | 0.227 | 10.8
3_5_place_dp | 0.128 | 0.458 | 9.60
4_1_cts | 0.0729 | 0.231 | 10.6
==> power groups by stage <==
stage                 clock (mW)  sequential [mW]  combinational [mW]
after CTS                  0.190            0.203             0.00669
final                      0.184            0.203             0.00640
after global routing       0.209            0.203             0.00751
Power and IR drop assume default switching activity.
